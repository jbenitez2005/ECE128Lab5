`design/flow/config.mk`:
```
export PLATFORM = sky130hd
export DESIGN_NAME = Bin2BCD
export DESIGN_NICKNAME = Bin2BCD
export VERILOG_FILES = /design/flow/design.v
export SDC_FILE = /design/flow/constraint.sdc
export NUM_CORES = 4
export LEC_CHECK = 1
export CORE_AREA = 10 10 91 91
export DIE_AREA = 0 0 101 101
```
`design/flow/constraint.sdc`:
```
current_design Bin2BCD

set clk_period 16.6
set clk_io_pct 0.2

create_clock -name clk0 -period $clk_period

set non_clock_inputs [all_inputs -no_clocks]
set_input_delay [expr $clk_period * $clk_io_pct] -clock clk0 $non_clock_inputs
set_output_delay [expr $clk_period * $clk_io_pct] -clock clk0 [all_outputs]
```
`design/flow/design.v`:
```
module Bin2BCD (
    input [11:0] bin,        
    input clk,
    output reg [3:0] ones,
    output reg [3:0] tens,
    output reg [3:0] hundreds,
    output reg [3:0] thousands
);
integer i;
reg [27:0] shift_reg;  
always @(*) begin
    shift_reg = 28'd0;
    shift_reg[11:0] = bin;
    for (i = 0; i < 12; i = i + 1) begin
        if (shift_reg[15:12] >= 5)
            shift_reg[15:12] = shift_reg[15:12] + 3;
        if (shift_reg[19:16] >= 5)
            shift_reg[19:16] = shift_reg[19:16] + 3;
        if (shift_reg[23:20] >= 5)
            shift_reg[23:20] = shift_reg[23:20] + 3;
        if (shift_reg[27:24] >= 5)
            shift_reg[27:24] = shift_reg[27:24] + 3;
        shift_reg = shift_reg << 1;
    end
    ones      = shift_reg[15:12];
    tens      = shift_reg[19:16];
    hundreds  = shift_reg[23:20];
    thousands = shift_reg[27:24];
end
endmodule
```
`design/flow/run.sh`:
```
#!/bin/bash
# OpenROAD 26Q1-2900-gdf79404cd8, Yosys 0.63+post, stock flow scripts
make -C /OpenROAD-flow-scripts/flow DESIGN_CONFIG=/design/flow/config.mk WORK_HOME=/design/flow/orfs finish
```
==> run notes <==
• 0 — antenna violations before repair
• 25 — # port buffers
• 1 — yosys warns
• 15760 ps — shortest clock period the worst path allows after layout
• 101 µm — floorplan die width
• 0.3067 — simple-gate area share of the yosys netlist
• 5772 µm — DPL Wire Length
• 0.06347 GHz — Achievable Freq
• 2925 µm² — post-synthesis cell area
• 3346 — total number of vias
• 7487 µm — Total Wirelength
• 0 — post-cts hold-fix buffer tally
• 6.664 µm² — average cell area after synthesis
• 13010 µm — global-route wire length before repair
• 0.4607 — Floorplan Utilization
• 0.9078 — Placer Congestion
• 0 — MaxCap Viol Count
• 10200 µm² — Die Footprint
• output port — type of destination of the critical path
• in2out — type of the worst min-delay path
• in2out — path type of the worst setup path
• 2841 — number of global-route vias before repair
• 0 — final tally of hold violations
• 6350 µm² — placeable core area
• 0 — antenna diode instance count
• sky130_fd_sc_hd__nand2_1 — most common cell after layout, fill and taps aside
• 1.261 nW — Static Leak
• 0.4944 — worst max-slew margin expressed relative to the limit
• 439 — gate count after technology mapping
• 439 — yosys stat cell total
• 670 ps — Largest stage delay, worst path
• 29 — IO Pins
• 0 — Seq share, synth
• 2925 µm² — yosys-reported design area after synthesis
• 41 x sky130_fd_sc_hd__nand2_1, 37 x sky130_fd_sc_hd__nor2_1, 30 x sky130_fd_sc_hd__a21oi_1 — most frequent cells in the layout
• 240 — drt initial violations
• 0.1422 — gr usage total
• 0.9492 — post-route fraction of the period consumed by the critical path
• 101 µm — height of the die
• 0 µm² — sequential standard cell area
• 222.0 nW/µm² — power per standard cell area
• 14.21 µm — Wirelength per Cell
• 0 — layout clock buffer count
• 226.4 µV — worst vdd ir
• 0 — GR Overflow Total
• 0.04962 — xor/xnor share of the synthesized area
• bin[0] — min-delay src
• 0.04277 — Mux cell area share
• 642 — number of filler cells placed in the layout
• AND-OR/OR-AND gates — largest family of logic cells by area
• 11.16% — Area growth syn-to-layout
• primary input — Worst Setup Start Kind
• 6640 ps — Hold Slack
• 0 — number of nets with antenna violations after routing
• sky130_fd_sc_hd__a221oi_1 — slowest cell on the critical path
• 0 — DRC
• 0 — Seq cells
• 0.1022 — ratio of cells with drive above 1 in the final layout
• 38 — tool warning count
• 0 — setup violation total in the final timing report
• 5 — number of optimization iterations in the first detailed-route pass
• 0.07956 — Adders+Majority by Area
• 94 — Unique cell types
• ones[0] — Worst Hold End
• 0 — number of max-slew violations in the final report
• 12440 ps — Worst Path Arrival
• finished, final reports clean — outcome
• 22 — maximum number of pins on one net before global-route repair
• 8 — Crit Path Max Fanout
• 29 — num rows
• sky130_fd_sc_hd__inv_1 — Critical Path Most Common Cell
• 753.0 ps — transition at the pin with the smallest max-transition slack
• 0 — Worst Hold Path Cells
• 6.349 — average via count per standard cell
• 13280 ps — CP Data Required Time
• 0.7220 mW — post-layout power
• 0.4427 — Synth Area in Compound Gates
==> metrics by stage <==
step	area, µm²	TNS, ps	instances	setup slack, ps	utilization
finish	3252	0	527	843.4	0.5121
global placement	3184	0	524	449.5	0.5015
detailed placement	3184	0	524	347.5	0.5015
CTS	3184	0	524	310.8	0.5015
global route	3252	-30.18	527	-30.18	0.5121
floorplan	2925	0	439	2382	-
==> what timing repair did <==
action / 4_1_cts / 5_1_grt
hold endpoints to repair: 0 / 0
gates resized: 0 / 8
setup buffers: 0 / 3
setup endpoints to repair: 0 / 8
==> synth_stat cells, drive strengths merged (5+ instances only) <==
library cell  instances  area [µm²]
xnor2                 9       86.34
nand3                19       107.6
o211ai                9       67.56
nor3                 20       100.1
a21o                  7       52.55
nor4                  7       58.81
or2                   5       31.28
a21oi                34       192.7
nand2b                7       43.79
inv                  28       105.1
clkbuf               10       37.54
a221oi                6       70.07
o21a                  5       37.54
ha                   17       212.7
o22ai                 5       31.28
nand2                41       153.9
nor2                 39       151.4
o31ai                 9       67.56
or4                   5       41.29
a211oi               14       122.6
mux2i                 8       87.59
o21ai                27       138.9
or3                   7       43.79
buf                  10       72.56
==> area by class of cell <==
| type | instances | area (µm²) | area share |
|---|---|---|---|
| Tap cell | 77 | 96.34 | 0.02963 |
| Multi-Input combinational cell | 388 | 2744 | 0.8438 |
| Timing Repair Buffer | 31 | 295.3 | 0.09080 |
| Inverter | 31 | 116.4 | 0.03578 |
==> how the worst max path moves through the flow <==
stage	startpoint	to	slack (ps)	cells after the start
after global routing	bin[9]	hundreds[2]	-30	46
final	bin[9]	hundreds[2]	840	41
after CTS	bin[9]	hundreds[2]	310	46
==> routing by layer <==
layer  vias to the layer above  share of wire  wire length [µm]  GRT usage
li1                       1726              -                 -          -
met1                      1517           0.51              3786     0.2219
met5                         -              0                 0          0
met2                       101           0.44              3309     0.2216
met3                         2          0.051               385   0.005544
met4                         0        0.00067                 5   0.002144
==> where the power goes <==
| part | switching [mW] | internal, mW | leakage (nW) | total (mW) |
|---|---|---|---|---|
| registers | 0 | 0 | 0 | 0 |
| logic | 0.357 | 0.365 | 1.26 | 0.722 |
| clock network | 0 | 0 | 0 | 0 |
==> kinds of logic (layout without fill, tap and decap cells) <==
logic type / count (synthesis) / after routing
xor gates and xnor gates: 14 / 14
and+or+nand+nor: 172 / 172
muxes: 11 / 11
buffers and inverters: 51 / 62
other: 1 / 1
AOI/OAI and AO/OA: 171 / 171
adders and majority gates: 19 / 19
==> critical path: cells and delay by family <==
kind | cells | cell delay, ps
AND/OR/NAND/NOR | 14 | 3100
AND-OR/OR-AND | 9 | 2130
adder cells (fa/ha/maj) | 7 | 1680
XOR/XNOR | 2 | 490
buffers and inverters | 9 | 1730
No activity file was given, so power comes from the tool's default toggle rates.
